**flow/design.v**
```verilog
 module Mapper34 # (parameter MIRRORING_VERTICAL = 0)
	(
	output led,
	input	m2,
	input romsel,
	input cpu_rw_in,
	output [18:12] cpu_addr_out,
	input [14:0] cpu_addr_in,
	input [7:0] cpu_data_in,
	output cpu_wr_out,
	output cpu_rd_out,
	output cpu_flash_ce,
	output cpu_sram_ce,
	input ppu_rd_in,
	input ppu_wr_in,
	input [13:10] ppu_addr_in,
	output [18:10] ppu_addr_out,
	output ppu_rd_out,
	output ppu_wr_out,
	output ppu_flash_ce,
	output ppu_sram_ce,
	output ppu_ciram_a10,
	output ppu_ciram_ce,
	output irq
);
	reg [1:0] prg_bank;
	reg [3:0] chr_bank [0:1];
	reg use_chr_ram;
	assign led = ~romsel;
	assign cpu_addr_out[18:12] = {prg_bank, cpu_addr_in[14:12]};
	assign cpu_wr_out = cpu_rw_in;
	assign cpu_rd_out = ~cpu_rw_in;
	assign cpu_flash_ce = romsel;
	assign cpu_sram_ce = ~(cpu_addr_in[14] && cpu_addr_in[13] && m2 && romsel);
	assign ppu_addr_out[18:10] = {chr_bank[ppu_addr_in[12]], ppu_addr_in[11:10]};
	assign ppu_rd_out = ppu_rd_in;
	assign ppu_wr_out = ppu_wr_in;
	assign ppu_flash_ce = use_chr_ram ? 1 : ppu_addr_in[13];
	assign ppu_sram_ce = use_chr_ram ? ppu_addr_in[13] : 1;
	assign ppu_ciram_a10 = MIRRORING_VERTICAL ? ppu_addr_in[10] : ppu_addr_in[11];
	assign ppu_ciram_ce = ~ppu_addr_in[13];
	assign irq = 1'bz;
	reg started;
	initial
	begin
		started <= 0;
	end
	always @ (negedge m2)
	begin
		if (cpu_rw_in == 0)
		begin
			if (romsel == 0)  
			begin
				prg_bank <= cpu_data_in[1:0];
				chr_bank[0] <= 0;
				chr_bank[1] <= 1;
				use_chr_ram <= 1;
			end else 
				begin  
				case (cpu_addr_in[14:0])
					15'b111111111111101: prg_bank <= {1'b0, cpu_data_in[0]};  
					15'b111111111111110,  
					15'b111111111111111:  
						begin
							chr_bank[cpu_addr_in[0]] <= cpu_data_in[3:0]; 
							use_chr_ram <= 0;
						end
				endcase
			end
		end
		if (!started)
		begin
			prg_bank <= 0;
			chr_bank[0] <= 0;
			chr_bank[1] <= 1;
			use_chr_ram <= 1;  
			started <= 1;
		end
	end
endmodule
```
**flow/run.sh**
```bash
#!/bin/bash
# OpenROAD 26Q1-2900-gdf79404cd8, Yosys 0.63+post, stock flow scripts
make -C /OpenROAD-flow-scripts/flow DESIGN_CONFIG=/design/flow/config.mk WORK_HOME=/design/flow/orfs finish
```
**flow/config.mk**
```make
export PLATFORM = sky130hd
export DESIGN_NAME = Mapper34
export DESIGN_NICKNAME = Mapper34
export VERILOG_FILES = /design/flow/design.v
export SDC_FILE = /design/flow/constraint.sdc
export NUM_CORES = 4
export LEC_CHECK = 1
export CORE_AREA = 10 10 81 81
export DIE_AREA = 0 0 91 91
```
**flow/constraint.sdc**
```tcl
current_design Mapper34

set clk_period 2.5
set clk_io_pct 0.2

create_clock -name clk0 -period $clk_period [get_ports {m2}]

set non_clock_inputs [all_inputs -no_clocks]
set_input_delay [expr $clk_period * $clk_io_pct] -clock clk0 $non_clock_inputs
set_output_delay [expr $clk_period * $clk_io_pct] -clock clk0 [all_outputs]
```
==> qor.txt <==
number of rows in the core area - 25
width of the die - 91 um
setup repair after global routing missed its margin - yes
Routed WL per cell - 11.5 um
total cell area at the placement stage - 0.00123 sq mm
CP startpoint kind - flip-flop
vias in the first global route - 831
Post-Syn Instances - 82
wire length of the first global-routing pass - 3.77 mm
final worst clock skew - 0.0155 ns
VDD IR-drop max - 0.302 mV
netlist area before placement - 754 sq um
Reg-to-Reg Start - started
number of antenna violations at the first check in global routing - 0
number of hold violations in the final report - 0
launch point of the worst path - chr_bank[0][0]
detailed-route wire length - 2.38 mm
pin count of the biggest net entering global routing - 17
final setup violation count - 8
Antenna Nets Post-Route - 0
TritonCTS clock tree - built
antenna cell count - 0
ys cells - 82
violations in the final reports - negative setup slack
Port Buffer Count - 40
half-perimeter wire length of the detailed placement result - 1.94 mm
Final WS setup - -0.382 ns
type of destination of the critical path - output port
Area growth syn-to-layout - 78.4%
global placer's final weighted congestion - 0.757
total power per unit cell area - 493 mW/mm^2
hold crit path type - reg2reg
number of warning messages in the yosys log - 2
most used flip-flop cell - dfxtp_1
vias per std cell - 3.51
worst endpoint data arrival time - 2.38 ns
average footprint of a synthesized cell - 9.20 sq um
GRT Residual Overflow - 0
number of enable flip-flop cells - 0
area of the die - 0.00828 sq mm
proportion of layout cells with a drive suffix above 1 - 41.4%
start point of the worst hold path - prg_bank[1]
leading area contributor after synthesis - dfxtp_1
Unique cell types - 24
total negative slack for setup checks - -2.13 ns
ys async rst share - 0%
final standard cell area without fillers - 0.00135 sq mm
Top cell area share - 31.8%
Overall Power - 0.664 mW
highest-count cells in the layout ignoring fill and taps - inv_1 (15), clkdlybuf4s50_1 (14), buf_4 (11)
Vert. Die Dim - 91 um
Final Max Tran Viols - 0
Main area contributors - dfxtp_1 (32%), buf_4 (16%), mux2i_1 (12%), mux2_2 (6.0%), nand3_1 (4.6%)
clock-pin transition on the worst setup and hold timing paths - 0.04 ns
fraction of the yosys area taken by sequential cells - 31.8%
clock insertion delay at the later pin of the skew report - 0.43 ns
Max FO, Critical Path - 2
required time at the worst-slack endpoint - 2.00 ns
leading cell type in the layout, fill and taps excluded - inv_1
global-route usage over all layers - 5.60%
chip area estimate from yosys synthesis - 754 sq um
Vias - 726
I/O pin count - 60
area used by sequential logic in the layout - 249 sq um
quantity of hold-fixing buffers added after cts - 0
violation tally from detailed-route iteration zero - 27
OpenROAD warnings - 34
synthesis-stage register bit count - 12
Lkg Pwr - 0.674 nW
remaining design rule violation count - 0
starting density of the core - 15.7%
category of the critical setup timing path - reg2out
fill cell instance count of the final layout - 527
first drt pass iteration count - 3
area occupied by multi-input gates - 437 sq um
core area - 0.00482 sq mm
outcome - finished, violations left
Maximum Capacitance Violations - 0
## cells in the mapped netlist, types with 2 or more instances
cell type   n
buf_4      16
conb_1      2
dfxtp_1    12
inv_1       4
mux2_2      4
mux2i_1     9
nand2_1     7
nand3_1     7
nand4_1     2
nand4_2     2
nor2_1      4
## final timing paths
path / end / slack [ns] / depth (start not counted)
setup / recovery: ppu_addr_out[12] / -0.38 / 2
hold / removal: prg_bank[1] / 0.46 / 1
setup reg to reg: prg_bank[1] / 1.42 / 3
hold reg to reg: prg_bank[1] / 0.46 / 1
## cell families (layout without fill, tap and decap cells)
kind of cell    count (synthesis)  in the layout  share of synthesized area [%]
other cells                     2              7                          0.995
mux                            13             13                           17.9
buf+inv                        22             75                           19.9
flops                          12             12                           31.8
compound gates                  2              2                           1.82
simple gates                   31             31                           27.5
## per-stage QoR
step           hold slack [ns]  std cells  setup WS [ns]  util, %
2_1_floorplan            0.433         87         -0.164        -
3_3_place_gp             0.464        188         -0.737     25.5
3_5_place_dp             0.467        188         -0.752     25.5
4_1_cts                  0.468        207         -0.386     27.8
5_1_grt                  0.479        207         -0.401     27.9
6_report                 0.464        207         -0.382     27.9
## area by class of cell
cell class / instances / area share (%)
multi-input cells: 53 / 32.4
repair buffers: 52 / 31.5
flip-flops and latches: 12 / 18.5
clock buffers: 7 / 6.78
well taps: 67 / 6.23
clock inverters: 13 / 3.72
inverters: 3 / 0.836
## report_power, final
part / switching, mW / internal, mW / total [mW]
registers: 0.00401 / 0.196 / 0.200
clock network: 0.139 / 0.240 / 0.379
logic: 0.0321 / 0.0533 / 0.0854
## state kept, by name (all words and copies together), names as in the netlist
register / cells
chr_bank: 8
prg_bank: 2
started: 1
use_chr_ram: 1
## layer usage
| metal | vias to the layer above | track usage, % | share of wire, % |
|---|---|---|---|
| met5 | - | 0 | 0 |
| li1 | 376 | - | - |
| met4 | 0 | 1.70 | 0 |
| met3 | 0 | 3.49 | 8.4 |
| met1 | 327 | 6.32 | 44 |
| met2 | 23 | 8.59 | 47 |
## critical path, cell delays in order, from the launching register on
cell and delay, ns:
dfxtp_2 0.31, mux2_4 0.28, buf_6 0.11
## timing repair
action                                  4_1_cts  5_1_grt
resized                                      60       27
cloned                                        0        0
pin swaps                                     6        4
endpoints found under the setup margin       20       17
buffers inserted                              1        0
No activity file was given, so power comes from the tool's default toggle rates.
